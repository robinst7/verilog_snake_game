==> design/flow/design.v <==
module VGA_Controller(VGA_clk, xCount, yCount, displayArea, VGA_hSync, VGA_vSync, blank_n);
	input VGA_clk;
	output reg [9:0]xCount, yCount; 
	output reg displayArea;  
	output VGA_hSync, VGA_vSync, blank_n;
	reg p_hSync, p_vSync; 
	integer porchHF = 640;  
	integer syncH = 655; 
	integer porchHB = 747;  
	integer maxH = 793;  
	integer porchVF = 480;  
	integer syncV = 490;  
	integer porchVB = 492;  
	integer maxV = 525;  
	always@(posedge VGA_clk)
	begin
		if(xCount === maxH)
			xCount <= 1'b0;
		else
			xCount <= xCount + 1'b1;
	end
	always@(posedge VGA_clk)
	begin
		if(xCount === maxH)
		begin
			if(yCount === maxV)
				yCount <= 0;
			else
			yCount <= yCount + 1;
		end
	end
	always@(posedge VGA_clk)
	begin
		displayArea <= ((xCount < porchHF) && (yCount < porchVF)); 
	end
	always@(posedge VGA_clk)
	begin
		p_hSync <= ((xCount >= syncH) && (xCount < porchHB)); 
		p_vSync <= ((yCount >= syncV) && (yCount < porchVB)); 
	end
	assign VGA_vSync = ~p_vSync; 
	assign VGA_hSync = ~p_hSync;
	assign blank_n = displayArea;
endmodule	
==> design/flow/run.sh <==
#!/bin/bash
# OpenROAD 26Q1-2900-gdf79404cd8, Yosys 0.63+post, stock flow scripts
make -C /OpenROAD-flow-scripts/flow DESIGN_CONFIG=/design/flow/config.mk WORK_HOME=/design/flow/orfs finish
==> design/flow/config.mk <==
export PLATFORM = sky130hd
export DESIGN_NAME = VGA_Controller
export DESIGN_NICKNAME = VGA_Controller
export VERILOG_FILES = /design/flow/design.v
export SDC_FILE = /design/flow/constraint.sdc
export NUM_CORES = 4
export LEC_CHECK = 1
export CORE_AREA = 10 10 89 89
export DIE_AREA = 0 0 99 99
==> design/flow/constraint.sdc <==
current_design VGA_Controller

set clk_period 3.4
set clk_io_pct 0.2

create_clock -name clk0 -period $clk_period [get_ports {VGA_clk}]

set non_clock_inputs [all_inputs -no_clocks]
set_input_delay [expr $clk_period * $clk_io_pct] -clock clk0 $non_clock_inputs
set_output_delay [expr $clk_period * $clk_io_pct] -clock clk0 [all_outputs]
==> flow_summary_export.csv <==
group,metric,value,unit
synth,synth_top_area_share,0.279,
synth,synth_area_leader_cell,"edfxtp_1",
drt,num_vias,843,
cells_and_area,nFillCells,627,
synth,synth_seq_share,0.521,
cts,path_clk_slew,0.08,ns
cts,cts_buffer_depth,2,
die,fp.dieH,99,um
setup_path,start_kind,"flop",
drt,dr.pass1.iters,4,
drt,route.detailed.drc,0,
setup_path,rrSetupSlack,1.35,ns
cells_and_area,seq_area,561,um^2
synth,ys_seq_elements,23,
cts,tritoncts,"built",
sta,slew_headroom,0.479,
die,fp.dieW,99,um
cells_and_area,fin_area,1450,um^2
power,ir_drop,122,uV
sta,report.final.setup_viol,0,
placed_design,placed_cell_area,1410,um^2
synth,netlist_top_cells_area,"edfxtp_1 28%, dfxtp_1 24%, xor2_1 5.7%",
sta,maxSlewViolCount,0,
drt,ant_nets,0,
drt,diodes,0,
run,warning_count,27,
drt,viasPerCell,4.07,
cts,postCtsSetupBuffers,0,
sta,hold_viol,0,
setup_path,critical_path.top_delay_family,"simple AND/OR/NAND/NOR gates",
sta,fmax,488,MHz
cts,postCtsResizedCells,0,
sta,period_minus_slack,2.05,ns
synth,ys_cells,105,
die,core,5990,um^2
setup_path,cp_slowest_cell,"nor4_4",
setup_path,critPathLaunch,"xCount[7]",
placed_design,dp_hpwl,1850,um
global_route,grt_pass1_wl,4150,um
global_route,grt_max_degree,14,
global_route,grt_use_total,0.0493,
synth,flop_cell,"dfxtp_1",
run_status,status,"complete, no violations",
synth,avgSynthCellArea,10.2,um^2
power,cellLeakagePower,0.533,nW
setup_path,path_cells,"or4b_1 -> nor4_4 -> buf_4 -> nor2_1",
sta,fin_skew,0.00426,ns
drt,first_iter_violations,48,
global_route,grt-ovfl-total,0,
cells_and_area,instances_no_fill,207,
die,chipArea,9800,um^2
cells_and_area,layout_top_cells,"24 x clkdlybuf4s50_1, 15 x nor2_1, 13 x dfxtp_1",
cts,insertion_delay,0.26,ns
cells_and_area,area_growth_syn_to_layout,35.0,%
setup_path,worstPathArrival,2.22,ns
sta,rsz0062_at_grt,"no",
die,io_pins,25,
synth,edf_count,10,
cts,htree_levels,1,
global_route,grt_pass1_vias,789,
cts,clock-sinks,23,
setup_path,path_buffers,1,
global_route,antenna_found_initial,0,
setup_path,rr_startpoint,"xCount[7]",
synth,synth.distinct_cells,27,
sta,finalCritPeriodShare,0.603,
drt,wire_per_inst,11.9,um
placed_design,placed_cells,203,
synth,synthArstFlopShare,0,
hold_path,hp-class,"reg -> reg",
cts,numCtsBuffers,3,
power,p_per_area,313,nW/um^2
hold_path,min_from,"xCount[0]",
run,maxCapViolCount,0,
setup_path,cp_max_fo,13,
synth,postSynthCellCount,105,
die,num_rows,28,
setup_path,slowest_delay,0.68,ns
drt,wirelength,2460,um
placed_design,port_buffers,24,
sta,worstMarginPinSlew,0.775,ns
cells_and_area,drive_gt1_frac,0.0530,
cts,cts-hold-fix-buffers,0,
setup_path,required,3.56,ns
sta,setup_tns,0,ns
cts,clockRootBuffer,"clkbuf_8",
synth,syn_area,1080,um^2
setup_path,crit_type,"reg -> reg",
cells_and_area,logic_area,482,um^2
synth,synth-area-yosys,1080,um^2
setup_path,cp-end-kind,"flop",
die,fp_util,0.180,
synth,synth_warnings,1,
placed_design,gp_congestion,0.821,
cells_and_area,lay_top_count,"clkdlybuf4s50_1",
[registers in the layout, summed over array words and instances (netlist names)]
signal and cells:
p_vSync 1, xCount 10, yCount 10, p_hSync 1, displayArea 1
[area by class of cell]
type / instances / share of cell area
Inverter: 6 / 0.0155
Tap cell: 75 / 0.0646
Multi-Input combinational cell: 74 / 0.332
Sequential cell: 23 / 0.386
Timing Repair Buffer: 25 / 0.171
Clock buffer: 3 / 0.0284
Clock inverter: 1 / 0.00345
[per-layer routing]
metal	global-route usage	wire [um]	up-vias
met5	0	0	-
met4	0.00992	49	0
met3	0.00775	83	4
met2	0.0782	1180	15
met1	0.0693	1150	393
li1	-	-	431
[cells in the mapped netlist, types with 3 or more instances]
master	instances
nor3_1	4
xnor2_1	6
nand2_1	6
nand3_1	5
xor2_1	7
o21ai_0	3
inv_1	6
edfxtp_1	10
ha_1	4
dfxtp_1	13
a21oi_1	4
nor2_1	15
nand4_1	5
[worst reg2reg max path: cells and delay by family (launching register included)]
kind	cells	cell delay (ns)
buffers and inverters	1	0.26
DFF	1	0.37
and+or+nand+nor	3	1.32
[where the power goes]
part / total (mW) / leakage [nW] / internal (mW) / switching [mW]
Sequential: 0.285 / 0.221 / 0.285 / 0
Clock: 0.169 / 0.0255 / 0.0817 / 0.0869
Combinational: 0.000000286 / 0.286 / 0 / 0
[cell families after synthesis]
| kind of cell | Yosys count | synth area share |
|---|---|---|
| buffers and inverters | 8 | 0.0314 |
| flip-flops | 23 | 0.521 |
| AND/OR/NAND/NOR | 48 | 0.249 |
| AND-OR/OR-AND | 9 | 0.0465 |
| XOR/XNOR | 13 | 0.106 |
| adder cells (fa/ha/maj) | 4 | 0.0465 |
[stage by stage]
stage | util | setup slack, ns | total power [mW] | hold slack, ns
floorplan | - | 1.49 | 0.292 | 0.433
global placement | 0.235 | 1.36 | 0.292 | 0.465
detailed placement | 0.235 | 1.33 | 0.292 | 0.477
CTS | 0.242 | 1.31 | 0.457 | 0.501
global route | 0.242 | 1.24 | 0.473 | 0.544
finish | 0.242 | 1.35 | 0.454 | 0.490
[worst paths after layout]
check	to	cells after the start
max reg2reg	xCount[4]	4
max	xCount[4]	4
min	xCount[0]	1
min reg2reg	xCount[0]	1
Power is estimated from default activity; no workload was simulated.
