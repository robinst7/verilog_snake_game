## flow/run.sh

```bash
#!/bin/bash
# OpenROAD 26Q1-2900-gdf79404cd8, Yosys 0.63+post, stock flow scripts
make -C /OpenROAD-flow-scripts/flow DESIGN_CONFIG=/design/flow/config.mk WORK_HOME=/design/flow/orfs finish
```

## flow/config.mk

```make
export PLATFORM = sky130hd
export DESIGN_NAME = Apple
export DESIGN_NICKNAME = Apple
export VERILOG_FILES = /design/flow/design.v
export SDC_FILE = /design/flow/constraint.sdc
export NUM_CORES = 4
export LEC_CHECK = 1
export CORE_UTILIZATION = 40
```

## flow/constraint.sdc

```tcl
current_design Apple

set clk_period 2.2
set clk_io_pct 0.2

create_clock -name clk0 -period $clk_period [get_ports {VGA_clk}]
create_clock -name clk1 -period $clk_period [get_ports {update}]

set non_clock_inputs [all_inputs -no_clocks]
set_input_delay [expr $clk_period * $clk_io_pct] -clock clk0 $non_clock_inputs
set_output_delay [expr $clk_period * $clk_io_pct] -clock clk0 [all_outputs]
```

## flow/design.v

```verilog
module Apple(VGA_clk,good_collision,apple,start,xCount,yCount,update);
	input VGA_clk , good_collision,start,update;
	input[9:0]xCount, yCount;
	output reg apple ;
	reg [9:0] appleX;
	reg [8:0] appleY;
	reg apple_inX;
	reg apple_inY;
	wire [9:0]rand_X;
	wire [8:0]rand_Y;
	wire [9:0] xCount;
	wire [9:0] yCount;
	random_apple salem(VGA_clk, rand_X, rand_Y,update);
	always@(VGA_clk)
	begin
		if(good_collision)
		begin
			appleX=rand_X;
			appleY=rand_Y;
		end
		if(~start)
		begin
		appleX=rand_X;
		appleY=rand_Y;
		end
	 end
	always @(posedge VGA_clk)
	begin
		apple_inX <= (xCount > appleX && xCount < (appleX + 10));
		apple_inY <= (yCount > appleY && yCount < (appleY + 10));
		apple = apple_inX && apple_inY;
	end
endmodule 
module random_apple(VGA_clk, rand_X, rand_Y,update);
	input VGA_clk, update ;
	output reg [9:0]rand_X= 70;
	output reg [8:0]rand_Y=90;
	always@(posedge VGA_clk)
	begin
	rand_X= rand_X +30;
	if(rand_X >= 570)
		begin
		rand_X = 40 ;
		end
	end
	always @(posedge update)
	begin
	rand_Y=rand_Y+20 ;
	if(rand_Y >= 400)
		begin
		rand_Y = 40 ;
		end
	end
endmodule
```

==> results.sh <==
# physical design summary
export IMPL_unclocked_pins=17
export IMPL_hold_path_class="flip-flop to flip-flop"
export IMPL_antenna_found_initial=0
export IMPL_cp_slowest_cell="clkdlybuf4s50_1"
export IMPL_core_area_mm2=0.00520
export IMPL_dieArea_mm2=0.00582
export IMPL_drtIter0Drc=47
export IMPL_slew_violations=0
export IMPL_gp_congestion=0.822
export IMPL_status="completed"
export IMPL_die_x_um=76.3
export IMPL_hpwlAfterDp_um=3230
export IMPL_cts_setup_buffers=0
export IMPL_whs_path_depth=1
export IMPL_antenna_left=0
export IMPL_power_density_mw_per_mm2=349
export IMPL_warnings=29
export IMPL_syn_inst=244
export IMPL_grt_pass1_wl_um=7080
export IMPL_rsz0062_at_grt="false"
export IMPL_leakagePower_uw=0.00107
export IMPL_diodes=0
export IMPL_r2r_slack_ps=340
export IMPL_holdWs_ps=430
export IMPL_critPathRequiredTime_ps=2320
export IMPL_ys_chip_area_mm2=0.00221
export IMPL_syn_avg_cell_area_um2=9.05
export IMPL_ios=25
export IMPL_ff_type="dfxtp_1"
export IMPL_syn2layout_area_growth_pct=20.4
export IMPL_floorplan_core_util_pct=42.4
export IMPL_drive_above_1_share_pct=7.53
export IMPL_drc_errors=0
export IMPL_syn_area_mm2=0.00221
export IMPL_max_stage_delay_ps=420
export IMPL_synthTopCellsByArea="ha_1, dfxtp_1, dlxtn_1"
export IMPL_grt_use_total_pct=14.7
export IMPL_cts_hold_buf=0
export IMPL_dpl_cell_count=341
export IMPL_yosysWarningCount=2
export IMPL_clkTransAtPathRegs_ps=50
export IMPL_crit_type="input port to flip-flop"
export IMPL_synth_top_area_share_pct=22.7
export IMPL_tns_ps=0
export IMPL_rr_startpoint="salem.rand_Y[2]"
export IMPL_rr_worst_depth=6
export IMPL_vias=1687
export IMPL_maxCapViolations=0
export IMPL_finalPower_uw=927
export IMPL_layout_top_cell="ha_1"
export IMPL_die_h_um=76.3
export IMPL_drtPass1Iterations=4
export IMPL_skew_ps=1.79
export IMPL_critPathArrivalTime_ps=2120
export IMPL_final_cell_mix="ha_1, inv_1, clkdlybuf4s50_1"
export IMPL_grt_overflow=0
export IMPL_routed_wl_um=3810
export IMPL_design_area_mm2=0.00266
export IMPL_rows=26
export IMPL_ys_cells=244
export IMPL_portBuffers=23
export IMPL_yosysTopAreaCell="ha_1"
export IMPL_wl_per_cell_um=10.9
export IMPL_hold_start="apple_inY"
export IMPL_untimed_endpoints=17
export IMPL_cts_tree="built"
export IMPL_grt_pass1_vias=1656
export IMPL_cp_end_kind="flip-flop"
export IMPL_hold_path_end="apple"
export IMPL_cts_resized=0
export IMPL_edf_count=1
export IMPL_cp_common_cell="a2111oi_0"
export IMPL_hold_violations=0
export IMPL_stdcell_count=349
export IMPL_ys_flops=37
export IMPL_finalSetupViolations=0
export IMPL_peakVddDrop_v=0.000245
export IMPL_ys_types=49
export IMPL_grt_max_degree=18
export IMPL_cp_start_kind="input port"
export IMPL_vias_per_cell=4.83
export IMPL_cp_cell_sequence="clkdlybuf4s50_1 -> ha_1 -> a2111oi_0 -> a211oi_1 -> a2111oi_0 -> nor3_1"
export IMPL_rr_endpoint="salem.rand_Y[3]"
export IMPL_dpl_cell_area_mm2=0.00256
export IMPL_cp_max_fo=2
export IMPL_async_flop_share_pct=0
[Yosys cell counts, drive strengths merged (3+ instances only)]
cell / n
ha: 40
inv: 24
dfxtp: 19
dlxtn: 17
nor2: 15
xnor2: 14
o21ai: 13
nand2: 12
a21oi: 11
nor3: 8
xor2: 8
nand2b: 6
nor2b: 5
a2111oi: 4
and3: 4
nor3b: 4
o21a: 4
a211oi: 3
nor4: 3
[area by class of cell]
cell class / count / area [um2]
fillers: 491 / 2550
clock buffers: 8 / 100
multi-input cells: 182 / 1450
repair buffers: 28 / 268
flip-flops and latches: 37 / 666
well taps: 70 / 87.6
inverters: 24 / 90.1
[critical path, delay by kind of cell]
kind	cells	cell delay, ps
simple gates	1	90
fa+ha+maj	1	310
buf+inv	1	420
compound gates	3	860
[how the worst max path moves through the flow]
stage                      from        end  slack [ps]  cells after the start
after CTS             yCount[4]  apple_inY         210                      6
after global routing  yCount[4]  apple_inY          50                      6
final                 yCount[4]  apple_inY         200                      6
[report_power, final]
group / total, uW / internal [uW] / switching (uW) / leakage (uW)
combinational: 126 / 75.6 / 50.4 / 0.000730
sequential: 381 / 380 / 0.649 / 0.000292
clock: 420 / 283 / 137 / 0.0000515
total: 927 / 739 / 188 / 0.00107
[metrics by stage]
stage / util (%) / setup slack [ps]
after floorplan: - / 465
after global placement: 49.1 / -65.1
after detailed placement: 49.1 / -58.7
after CTS: 51.1 / 210
after global routing: 51.1 / 46.3
final: 51.1 / 200
[kinds of logic (layout without fill, tap and decap cells)]
| group | after synthesis | count (layout) | share of synthesized area, % |
|---|---|---|---|
| other | 1 | 1 | 0.170 |
| adder cells (fa/ha/maj) | 40 | 40 | 22.7 |
| multiplexers | 1 | 1 | 0.454 |
| XOR/XNOR | 22 | 22 | 8.73 |
| AND-OR/OR-AND | 48 | 48 | 15.0 |
| flip-flops | 20 | 20 | 18.6 |
| latches | 17 | 17 | 11.6 |
| buffers and inverters | 25 | 60 | 4.31 |
| AND/OR/NAND/NOR | 70 | 70 | 18.5 |
[flip-flops by register name (all words and copies together), names as in the netlist]
register / flops
appleY: 8
apple_inY: 1
salem.rand_X: 9
salem.rand_Y: 8
apple: 1
appleX: 9
apple_inX: 1
[metal layers]
layer / global-route usage (%) / part of all wire (%)
met3: 1.82 / 2.8
met4: 1.92 / 0.52
met2: 22.6 / 40
met1: 22.9 / 57
met5: 0 / 0
Power figures rest on the tool's default switching activity, not on a simulated workload.
